$ cat flow/config.mk
export PLATFORM = sky130hd
export DESIGN_NAME = alu
export DESIGN_NICKNAME = alu
export VERILOG_FILES = /design/flow/design.v
export SDC_FILE = /design/flow/constraint.sdc
export NUM_CORES = 4
export LEC_CHECK = 1
export CORE_UTILIZATION = 30
$ cat flow/constraint.sdc
current_design alu

set clk_period 16.6
set clk_io_pct 0.2

create_clock -name clk0 -period $clk_period

set non_clock_inputs [all_inputs -no_clocks]
set_input_delay [expr $clk_period * $clk_io_pct] -clock clk0 $non_clock_inputs
set_output_delay [expr $clk_period * $clk_io_pct] -clock clk0 [all_outputs]
$ cat flow/design.v
typedef enum logic[3:0]{  
   F_A_PLUS_B    = 4'b0000,
   F_A_MINUS_B   = 4'b0001,
   F_A           = 4'b0010,
   F_B           = 4'b0011,
   F_A_PLUS_2    = 4'b0100,
   F_A_LT_B      = 4'b0101,
   F_A_NOT       = 4'b1000,
   F_A_AND_B     = 4'b1001,
   F_A_OR_B      = 4'b1010,
   F_A_XOR_B     = 4'b1011,
   F_A_SHL       = 4'b1100,
   F_A_LSHR      = 4'b1110,
   F_A_ASHR      = 4'b1111,
   F_UNDEF       = 4'bxxxx
} alu_op_t;  
typedef enum logic [1:0]{  
   MUX_REG       = 2'b00,
   MUX_PC        = 2'b01,
   MUX_MDR       = 2'b10,
   MUX_UNDEF     = 2'bxx
} alu_mux_t;  
typedef enum logic [2:0]{  
   DEST_REG      = 3'b000,
   DEST_PC       = 3'b001,
   DEST_MDR      = 3'b010,
   DEST_MAR      = 3'b011,
   DEST_IR       = 3'b100,
   DEST_NONE     = 3'b111,
   DEST_UNDEF    = 3'bxxx
} dest_sel_t;  
typedef enum logic{  
   MEM_RD        = 1'b0,
   NO_RD         = 1'b1
} rd_enable_t;  
typedef enum logic{  
   MEM_WR        = 1'b0,
   NO_WR         = 1'b1
} wr_enable_t;  
typedef enum logic{  
   LOAD_CC       = 1'b0,
   NO_LOAD       = 1'b1
} cond_code_t;  
typedef enum logic [6:0] {
   FETCH  = 7'b000_1001,
   FETCH1 = 7'b000_1010,
   FETCH2 = 7'b000_1011,
   DECODE = 7'b000_1111,
   STOP   = 7'b111_1111,
   STOP1  = 7'b100_0001,
   ADD    = 7'b000_0000,
   SUB    = 7'b000_1000,
   ADDI   = 7'b001_1000,
   ADDI1  = 7'b001_1001,
   ADDI2  = 7'b001_1010,
   AND    = 7'b100_1000,
   NOT    = 7'b100_0000,
   OR     = 7'b101_0000,
   XOR    = 7'b101_1000,
   SLT    = 7'b010_1000,
   SLT1   = 7'b010_1101,
   SLTI   = 7'b010_1001,
   SLTI1  = 7'b010_1010,
   SLTI2  = 7'b010_1011,
   SLTI3  = 7'b010_1100,
   SLL    = 7'b110_0000,
   SLLI   = 7'b110_0001,
   SLLI1  = 7'b110_0010,
   SLLI2  = 7'b110_0011,
   SRA    = 7'b111_1000,
   SRAI   = 7'b111_1001,
   SRAI1  = 7'b111_1010,
   SRAI2  = 7'b111_1011,
   SRL    = 7'b111_0000,
   SRLI   = 7'b111_0001,
   SRLI1  = 7'b111_0010,
   SRLI2  = 7'b111_0011,
   MV     = 7'b001_0000,
   LW     = 7'b001_0100,
   LW1    = 7'b001_0101,
   LW2    = 7'b001_0110,
   LW3    = 7'b001_0111,
   LW4    = 7'b001_1011,
   SW     = 7'b001_1100,
   SW1    = 7'b001_1101,
   SW2    = 7'b001_1110,
   SW3    = 7'b001_1111,
   SW4    = 7'b010_0000,
   BRA    = 7'b111_1100,
   BRA1   = 7'b111_1101,
   BRA2   = 7'b111_1110,
   BRN    = 7'b100_1100,
   BRN1   = 7'b100_1101,
   BRN2   = 7'b100_1110,
   BRN3   = 7'b100_1111,
   BRZ    = 7'b110_0100,
   BRZ1   = 7'b110_0101,
   BRZ2   = 7'b110_0110,
   BRZ3   = 7'b110_0111,
   BRC    = 7'b101_0100,
   BRC1   = 7'b101_0101,
   BRC2   = 7'b101_0110,
   BRC3   = 7'b101_0111,
   BRV    = 7'b101_1100,
   BRV1   = 7'b101_1101,
   BRV2   = 7'b101_1110,
   BRV3   = 7'b101_1111,
   BRNZ   = 7'b110_1100,
   BRNZ1  = 7'b110_1101,
   BRNZ2  = 7'b110_1110,
   BRNZ3  = 7'b110_1111,
   UNDEF  = 7'bxxx_xxxx
} opcode_t;
typedef struct packed
{
   alu_op_t alu_op;
   alu_mux_t srcA;
   alu_mux_t srcB;
   dest_sel_t dest;
   cond_code_t lcc_L;
   rd_enable_t re_L;
   wr_enable_t we_L;
} controlPts;
module alu (
   output logic [15:0] out,
   output logic [3:0]  condCodes,
   input [15:0]      inA,
   input [15:0]      inB,
   input  alu_op_t      opcode);
   logic Z, C, N, V;
   always_comb begin
      Z = 0;
      C = 0;
      N = 0;
      V = 0;
      case (opcode)
         F_A_PLUS_B : begin
            {C, out} = inA + inB;                      
            V = (inA[15] & inB[15] & ~out[15]) | (~inA[15] & ~inB[15] & out[15]);
         end
         F_A_MINUS_B : begin
            out = inA - inB;                           
            C = (inB >= inA);
            V = (inA[15] & ~inB[15] & ~out[15]) | (~inA[15] & inB[15] & out[15]);
         end
         F_A : begin
            out = inA;                                 
         end
         F_B : begin
            out = inB;                                 
         end
         F_A_PLUS_2 : begin
            {C, out} = inA + 2;                        
            V = (inA[15] & ~out[15]);
         end
         F_A_LT_B: begin                               
            if (inA[15] == inB[15])
               out = inA < inB;
            else if(inA[15] && !inB[15])  
               out = 1;
            else
               out = 0;
         end
         F_A_NOT : begin
            out = ~inA;                                
         end
         F_A_AND_B : begin
            out = inA & inB;                           
         end
         F_A_OR_B : begin
            out = inA | inB;                           
         end
         F_A_XOR_B : begin
            out = inA ^ inB;                           
         end
         F_A_SHL : begin
            out = inA << inB;
         end
         F_A_LSHR : begin
            out = inA >> inB;
         end
         F_A_ASHR : begin
            out = $signed(inA) >>> inB;
	 end
         default: out = inA;
      endcase
      N = out[15];
      Z = (out === 16'h0000)?1:0;
      condCodes = {Z, C, N, V};
   end
endmodule
$ cat flow/run.sh
#!/bin/bash
# OpenROAD 26Q1-2900-gdf79404cd8, Yosys 0.63+post, stock flow scripts
make -C /OpenROAD-flow-scripts/flow DESIGN_CONFIG=/design/flow/config.mk WORK_HOME=/design/flow/orfs finish
==> impl_metrics.env <==
# flow metrics
export IMPL_run_status="complete, no violations"
export IMPL_hold_end="out[8]"
export IMPL_postSynthCellCount=882
export IMPL_aoi_share=0.344
export IMPL_post_cts_buffers=0
export IMPL_final_cell_area_um2=6480
export IMPL_fp_util=0.306
export IMPL_log_warning_count=69
export IMPL_max_cap_violations=0
export IMPL_dr_first_iter_drc_count=782
export IMPL_synthToLayoutAreaGrowth_pct=9.02
export IMPL_p_leak_uw=0.00244
export IMPL_slew_violations=0
export IMPL_setup_viol=0
export IMPL_via_per_inst=6.27
export IMPL_io_buffers=56
export IMPL_hold_violations=0
export IMPL_power_density_nw_per_um2=32.1
export IMPL_grt_setup_unrepaired="no"
export IMPL_grt_pass1_wl_mm=41.4
export IMPL_grt_antenna_before_repair=0
export IMPL_ys_sh_xor=0.0324
export IMPL_mux_share=0.129
export IMPL_syn_area_per_cell_um2=6.74
export IMPL_cp_end_kind="output port"
export IMPL_synth_distinct_cells=93
export IMPL_required_ns=13.28
export IMPL_ys_warn_count=1
export IMPL_antenna_left=0
export IMPL_place_hpwl_mm=20.6
export IMPL_simple_gate_area_frac=0.259
export IMPL_io_pins=56
export IMPL_hold_start="inA[8]"
export IMPL_grt_pass1_vias=6522
export IMPL_path_class="input port to output port"
export IMPL_place_area_um2=6480
export IMPL_routedWlPerCell_um=23.9
export IMPL_drt_total_wl_mm=27.2
export IMPL_whs_ns=7.87
export IMPL_min_period_ns=12.07
export IMPL_tns_ns=0
export IMPL_rows=51
export IMPL_synth_area_um2=5950
export IMPL_ys_cells=882
export IMPL_nClkBuffers=0
export IMPL_synthTopLogicFamily="AND-OR/OR-AND gates"
export IMPL_synth_chip_area_um2=5950
export IMPL_regArea_um2=0
export IMPL_fmax_ghz=0.0828
export IMPL_grt_ovfl_total=0
export IMPL_dieWidth_um=143
export IMPL_seq_cells=0
export IMPL_swShare=0.603
export IMPL_combPwrFrac=1.000
export IMPL_postCtsResizedCells=0
export IMPL_fa_ha_area_frac=0.122
export IMPL_fin_crit_sh=0.727
export IMPL_ctsHoldBuffers=0
export IMPL_worst_pin_slew_ns=0.828
export IMPL_hold_depth=5
export IMPL_p_int_uw=82.6
export IMPL_diodes=0
export IMPL_dieArea_um2=20400
export IMPL_peakVddDrop_uv=11.9
export IMPL_core_um2=19500
export IMPL_clkPwrFrac=0
export IMPL_start_kind="input port"
export IMPL_grt_use_total=0.274
export IMPL_place_congestion=1.04
export IMPL_p_sw_uw=125
export IMPL_crit_fanout=15
export IMPL_synth_seq_share=0
export IMPL_grt_max_degree=55
export IMPL_drtPass1Iterations=6
export IMPL_die_y_um=143
export IMPL_cp_arrival_ns=8.75
export IMPL_drcViolationCount=0
export IMPL_slew_headroom=0.446
export IMPL_hold_class="input port to output port"
export IMPL_drive_above_1_share=0.0987
export IMPL_vias=7118
export IMPL_pwr_share_seq=0
==> layout make-up <==
type                            count  area, um^2
Fill cell                        2107       13000
Multi-Input combinational cell    745        5270
Timing Repair Buffer               75         688
Tap cell                          265         332
Inverter                           51         191
==> per-stage QoR <==
stage	worst slack, ns	power [uW]	instances	utilization
floorplan	6.63	134	882	-
detailed placement	4.58	202	1136	0.333
global route	4.33	224	1136	0.333
global placement	4.79	204	1136	0.333
CTS	4.59	203	1136	0.333
finish	4.53	208	1136	0.333
==> metal layers <==
layer  global-route usage  vias up  part of all wire
met4                0.123        0             0.054
li1                     -     3264                 -
met5                    0        -                 0
met1                0.378     3290              0.42
met3               0.0649       93              0.10
met2                0.406      471              0.42
==> worst max-delay path, cell delays in order <==
cell,delay (ns)
clkdlybuf4s50_1,0.86
inv_1,0.23
ha_1,0.51
or4_1,0.60
o211ai_2,0.32
a21oi_1,0.15
o311ai_0,0.66
a31oi_1,0.21
or3_1,0.38
nor4_1,0.56
and4bb_1,0.29
and4b_1,0.18
clkdlybuf4s50_1,0.46
==> placed cells by master (no fill, tap or decap), types with 7 or more instances in the layout <==
| cell | count |
|---|---|
| or2_2 | 9 |
| nand3_1 | 34 |
| mux4_2 | 11 |
| xnor2_1 | 21 |
| a21oi_1 | 54 |
| nor2b_1 | 8 |
| mux2_2 | 13 |
| a221oi_1 | 7 |
| nor4_1 | 11 |
| clkdlybuf4s50_1 | 53 |
| a211oi_1 | 16 |
| o21ai_0 | 54 |
| nor3_1 | 24 |
| a31oi_1 | 16 |
| o211ai_1 | 16 |
| o22ai_1 | 27 |
| mux2i_1 | 36 |
| nand2_1 | 68 |
| nor2_1 | 100 |
| buf_4 | 19 |
| ha_1 | 55 |
| a22oi_1 | 7 |
| o31ai_1 | 7 |
| or3_1 | 8 |
| inv_1 | 46 |
| nand2b_1 | 14 |
==> how the worst max path moves through the flow <==
stage	from	to	depth (start not counted)
after CTS	inA[6]	condCodes[3]	13
after global routing	inA[5]	condCodes[3]	13
final	inA[5]	condCodes[3]	13
==> synthesized netlist by cell type (all sizes together) (14+ instances only) <==
library cell,number,area (um^2)
a211oi,16,120
a21oi,56,288
a31oi,16,100
buf,38,238
clkbuf,48,245
ha,55,688
inv,47,176
mux2i,37,374
nand2,68,255
nand2b,14,87.6
nand3,34,170
nor2,101,395
nor3,26,140
o211ai,19,158
o21ai,58,294
o22ai,27,169
xnor2,21,184
==> logic make-up (layout without fill, tap and decap cells) <==
kind of cell               count (synthesis)  in the layout
and+or+nand+nor                          313            313
AOI/OAI and AO/OA                        292            292
buffers and inverters                    137            126
muxes                                     61             61
adders and majority gates                 57             57
xor gates and xnor gates                  22             22
==> power groups by stage <==
stage / Combinational, uW / Clock [uW] / Sequential [uW]
CTS: 203 / 0 / 0
global route: 224 / 0 / 0
finish: 208 / 0 / 0
Power and IR drop assume default switching activity.
